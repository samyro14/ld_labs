<file path="constraint.sdc">
current_design rca_to_sev

set clk_period 2.2
set clk_io_pct 0.2

create_clock -name clk0 -period $clk_period

set non_clock_inputs [all_inputs -no_clocks]
set_input_delay [expr $clk_period * $clk_io_pct] -clock clk0 $non_clock_inputs
set_output_delay [expr $clk_period * $clk_io_pct] -clock clk0 [all_outputs]
</file>
<file path="run.sh">
#!/bin/bash
# OpenROAD 26Q1-2900-gdf79404cd8, Yosys 0.63+post, stock flow scripts
make -C /OpenROAD-flow-scripts/flow DESIGN_CONFIG=/design/flow/config.mk WORK_HOME=/design/flow/orfs finish
</file>
<file path="config.mk">
export PLATFORM = sky130hd
export DESIGN_NAME = rca_to_sev
export DESIGN_NICKNAME = rca_to_sev
export VERILOG_FILES = /design/flow/design.v
export SDC_FILE = /design/flow/constraint.sdc
export NUM_CORES = 4
export LEC_CHECK = 1
export CORE_AREA = 10 10 70 70
export DIE_AREA = 0 0 80 80
</file>
<file path="design.v">
module fac(input a, input b, input c_in, output sum, output c_out);
assign sum = c_in^a^b;
assign c_out = a & b | c_in & (a^b);
endmodule
module seven_seg_decoder(
	input [3:0]in,
	output reg [6:0]seg);
	always @(in)
		begin
			case(in)
			4'b0000:seg = 7'b1000000;  
			4'b0001:seg = 7'b1111001;  
			4'b0010:seg = 7'b0100100;  
			4'b0011:seg = 7'b0110000;  
			4'b0100:seg = 7'b0011001;  
			4'b0101:seg = 7'b0010010;  
			4'b0110:seg = 7'b1000010;  
			4'b0111:seg = 7'b1111000;  
			4'b1000:seg = 7'b0000000;  
			4'b1001:seg = 7'b0010000;  
			4'b1010:seg = 7'b0001000;  
			4'b1011:seg = 7'b0000011;  
			4'b1100:seg = 7'b1000110;  
			4'b1101:seg = 7'b0100001;  
			4'b1110:seg = 7'b1000110;  
			4'b1111:seg = 7'b0001110;  
			default :seg = 7'b1111111;
			endcase
		end
endmodule
module rca(input [3:0]a,
	   input [3:0]b,
	   input c_in,
	   output c_out,
	   output [3:0]sum);
wire c0_c1;
wire c1_c2;
wire c2_c3;
fac fac0(.a(a[0]), .b(b[0]), .c_in(c_in), .sum(sum[0]), .c_out(c0_c1));
fac fac1(.a(a[1]), .b(b[1]), .c_in(c0_c1), .sum(sum[1]), .c_out(c1_c2));
fac fac2(.a(a[2]), .b(b[2]), .c_in(c1_c2), .sum(sum[2]), .c_out(c2_c3));
fac fac3(.a(a[3]), .b(b[3]), .c_in(c2_c3), .sum(sum[3]), .c_out(c_out));
endmodule
module rca_to_sev(input [3:0]a,
		  input [3:0]b,
		  output reg [6:0]seg1,
		  output reg [6:0]seg2);
wire [3:0]out;
wire c_out;
rca suma(.a(a), .b(b), .c_in(1'b0), .c_out(c_out), .sum(out));
seven_seg_decoder print_main(.in(out), .seg(seg1));
seven_seg_decoder print_c_out(.in({3'b000, c_out}), .seg(seg2));
endmodule
</file>
==> results.py <==
# Generated from Yosys and OpenROAD reports
metrics = {
    "outcome": {
        "status": "finished with violations",
        "violations": "setup timing",
    },
    "floorplanning": {
        "die_height_um": 80,
        "chip_area_um2": 6400,
        "num_rows": 21,
        "fp_util": 0.1194,
        "die-width_um": 80,
        "placeableCoreArea_um2": 3416,
        "pin_count": 22,
    },
    "detailed_routing": {
        "vias_per_cell": 3.304,
        "ant_nets": 0,
        "antennaDiodeCount": 0,
        "drc": 0,
        "post_drt_wl_per_cell_um": 9.160,
        "drt_iter0_markers": 20,
        "drt_wl_total_mm": 1.145,
        "dr_total_vias": 413,
        "dr.pass1.iters": 3,
    },
    "synthesis": {
        "synth_cells": 50,
        "yosys_area_um2": 407.9,
        "synth_area_leader_cell": "ha_1",
        "syn_area_um2": 407.9,
        "syn_avg_cell_area_um2": 8.158,
        "most_common_cell": "ha_1",
        "top_cell_area_share": 0.2454,
        "yosys-stat-cells": 50,
        "yosysWarnings": 1,
        "ys_types": 19,
        "synth.top_cells.by_count": "8 x ha_1, 7 x buf_4, 4 x nand2_1, 4 x nor2_1",
        "ys_seq_share": 0,
        "area_leaders": "ha_1 25%, fa_1 15%, buf_4 13%",
    },
    "critical_path": {
        "max_stage_delay_ns": 0.62,
        "path_class": "input port to output pin",
        "crit_path_max_fanout": 7,
        "critPathTopFamily": "adder cells",
        "critPathArrivalTime_ns": 2.75,
        "crit_buf_inv": 3,
        "crit_path_end_kind": "output pin",
        "worstPathCellList": "buf_6, ha_4, fa_2, fa_2, fa_2, buf_6, mux4_2, buf_2",
        "slowest_stage": "fa_2",
        "worstPathRequired_ns": 1.76,
        "start_kind": "input port",
        "path_common_cell": "fa_2",
    },
    "placement": {
        "dpl_cell_area_um2": 685.7,
        "pre_cts_ws_ns": -1.597,
        "place.gp.congestion": 0.7879,
        "portBuffers": 19,
        "place_hpwl_um": 889.2,
        "dp.cells": 117,
    },
    "sta": {
        "timing.fmax_mhz": 313.8,
        "fin_crit_ns": 3.187,
        "setup_viol_count_final": 11,
        "hold_viol": 0,
        "final.setup.tns_ns": -7.053,
        "rsz0062_at_grt": "true",
        "min_period_over_period": 1.449,
        "holdWs_ns": 1.414,
        "slew_violations": 0,
        "setup_slack_ns": -0.9872,
    },
    "finish": {
        "nClkBuffers": 0,
        "area_delta_synth_final_pct": 88.65,
        "fin_cells": 125,
        "seq_area_um2": 0,
        "utilization": 0.2253,
        "drive_above_1_share": 0.5443,
        "seq_cells": 0,
        "fin_area_um2": 769.5,
    },
    "hold_path": {
        "min_path_type": "input port to output pin",
    },
    "job": {
        "warning_count": 41,
        "maxCapViolCount": 0,
    },
    "power_and_ir_drop": {
        "power.internal_mw": 0.1958,
        "ir_worst_vdd_uv": 215.5,
        "leakagePower_nw": 0.3716,
        "netSwitchingFraction": 0.3967,
        "p_comb_frac": 1.000,
        "total_power_mw": 0.3245,
        "p_switching_mw": 0.1287,
        "powerDensity_nw_per_um2": 421.7,
        "p_seq_frac": 0,
        "power.share.clock": 0,
    },
    "grt": {
        "grt_max_degree": 12,
        "globalRoute.totalOverflow": 0,
        "grt_pass1_vias": 437,
        "gr-usage-all-layers": 0.03526,
        "antenna_found_initial": 0,
        "grt_pass1_wl_mm": 1.918,
    },
    "cts": {
        "holdBufCountCts": 0,
    },
}
## path summary, 6_finish.rpt
path | start | to | slack [ns] | cells past startpoint
min | a[0] | seg1[1] | 1.41 | 6
max | b[0] | seg1[3] | -0.99 | 8
## power by group through the flow
stage	registers (mW)	clock network (mW)	logic, mW
4_1_cts	0	0	0.317
5_1_grt	0	0	0.363
6_report	0	0	0.324
## what timing repair did
item	CTS	global route
resized	58	7
pin swaps	10	3
cloned	1	0
endpoints found under the setup margin	11	11
buffers inserted	7	1
## cell usage in the layout, fill, tap and decap left out
cell type / synthesis / final
a211oi_2: 0 / 1
nand2_2: 0 / 1
inv_1: 3 / 3
nor2b_2: 0 / 1
ha_1: 8 / 7
buf_4: 7 / 11
conb_1: 2 / 3
a21oi_1: 2 / 2
mux2i_1: 3 / 3
o31ai_4: 0 / 1
buf_6: 1 / 12
o21ai_1: 1 / 2
nor2_2: 0 / 1
ha_4: 0 / 1
and2b_1: 2 / 2
buf_2: 1 / 7
nand2_1: 4 / 3
nand3_1: 1 / 1
o21ai_2: 0 / 2
dlygate4sd2_1: 0 / 2
nor2b_1: 2 / 1
fa_2: 0 / 3
clkbuf_2: 0 / 1
mux4_2: 1 / 1
clkdlybuf4s50_1: 0 / 4
nor2_1: 4 / 3
## layout make-up
class	instances	area, µm²
multi-input cells	39	385.4
well taps	46	57.56
fillers	374	2646
repair buffers	37	315.3
inverters	3	11.26
## cell families after synthesis
kind of cell	after synthesis	synth area share
multiplexers	4	0.1288
buffers and inverters	12	0.1963
AND-OR/OR-AND	8	0.1104
other	2	0.01841
adder cells (fa/ha/maj)	11	0.3927
AND/OR/NAND/NOR	13	0.1533
## layer usage
| metal | GRT usage | share of wire | up-vias |
|---|---|---|---|
| li1 | - | - | 213 |
| met1 | 0.04810 | 0.50 | 180 |
| met2 | 0.04735 | 0.34 | 20 |
| met3 | 0.02386 | 0.15 | 0 |
| met4 | 0 | 0 | 0 |
| met5 | 0 | 0 | - |
No activity file was given, so power comes from the tool's default toggle rates.
