--- config.mk ---
export PLATFORM = sky130hd
export DESIGN_NAME = automat
export DESIGN_NICKNAME = automat
export VERILOG_FILES = /design/flow/design.v
export SDC_FILE = /design/flow/constraint.sdc
export NUM_CORES = 4
export LEC_CHECK = 1
export CORE_AREA = 10 10 70 70
export DIE_AREA = 0 0 80 80
--- constraint.sdc ---
current_design automat

set clk_period 1.0
set clk_io_pct 0.2

create_clock -name clk0 -period $clk_period [get_ports {clk}]

set non_clock_inputs [all_inputs -no_clocks]
set_input_delay [expr $clk_period * $clk_io_pct] -clock clk0 $non_clock_inputs
set_output_delay [expr $clk_period * $clk_io_pct] -clock clk0 [all_outputs]
--- design.v ---
module automat(
	input clk,
	input rst,
	input in,
	output reg out	
 );
reg[2:0] state_next, state_reg;
always@(posedge clk or posedge rst)
	begin
		if(rst)
			state_reg <= 0;
			else
			state_reg <= state_next;
end
always@(state_reg, in)
begin
  state_next = state_reg;
  out = 0;
  case(state_reg)
  	3'b000 : begin
  	   out = 0;
  	   if(in == 0)
  	   state_next = 3'b001;
  	   else
  	   state_next = 3'b000;
  	   end
  	 3'b001 : begin
  	   out = 0;
  	   if(in)
  	   state_next = 3'b010;
  	   else
  	   state_next = 3'b001;
  	   end
  	 3'b010 : begin
  	   out = 0;
  	   if(in)
  	   state_next = 3'b011;
  	   else
  	   state_next = 3'b001;
  	   end
  	 3'b011 : begin
  	   out = 0;
  	   if(in)
  	   state_next = 3'b000;
  	   else
  	   state_next = 3'b100;
  	   end
  	 3'b100 : begin
  	   out = 1;
  	   if(in)
  	   state_next = 3'b000;
  	   else
  	   state_next = 3'b000;
  	   end
  endcase
  end
  endmodule
--- run.sh ---
#!/bin/bash
# OpenROAD 26Q1-2900-gdf79404cd8, Yosys 0.63+post, stock flow scripts
make -C /OpenROAD-flow-scripts/flow DESIGN_CONFIG=/design/flow/config.mk WORK_HOME=/design/flow/orfs finish
==> reports/results.txt <==
Outcome: finished clean
Max-cap viol count: 0
Die H: 80 um
Worst Setup End Kind: output port
Row Count: 21
Via density: 1.74
Worst path slowest cell: dfrtp_1
GR Layer Usage met1: 1.54%
Clk buf depth: 2
Layout cells sized above 1: 25.0%
Clock slew at reported path FFs: 0.04 ns
Leakage: 0.117 nW
Area leader share: 59.3%
Top cells, area: dfrtp_1 (59%), dfstp_2 (16%), and2_1 (7.4%), nand2b_1 (3.7%), nor2b_1 (3.7%)
Critical path class: flop to output port
Tool warning count: 25
CTS tree: done
Iter 0 DRT Violations: 3
N_diodes: 0
Fin Setup TNS: 0 ns
Non-Filler Instances: 66
Largest register FFs: 5
Final setup fails: 0
Netlist cell types: 9
CP Launch Type: flop
Flip-flops with a built-in enable: 0
Tightest Pin Transition: 0.185 ns
Starting Density: 4.95%
Yosys reg bits: 5
R2R depth: 2
Placed insts: 62
Initial antenna violation count: 0
Wire length per cell: 5.15 um
Number of cells on the critical path: 1
GR Util met2: 1.52%
Register share after synthesis: 74.8%
Fin crit share: 93.4%
PortBufs: 3
CP Max Fanout: 2
Total grt overflow: 0
Reg2Reg Setup Slack: 0.26 ns
Setup crit start: state_reg[1]$_DFF_PP0_
Routed vias: 115
Die ar.: 6400 um^2
Post-synth top cells: dfrtp_1 (4), and2_1 (2)
GR peak layer: met3
Min Tclk post-route: 0.934 ns
First-pass GRT wire length: 641 um
CTS root buf: clkbuf_4
RSZ-0062 raised after global routing: no
Rel. slew slack: 87.7%
Clk latency late pin: 0.24 ns
Crit-path max cell delay: 0.37 ns
Comb area: 38.8 um^2
Arr. time, crit path: 0.73 ns
Depth of the CTS H-tree: 1
Met3 Track Usage GR: 1.93%
Buf/Inv on CP: 1
Post-route antenna net violation count: 0
Vias in the first global route: 149
Syn. warnings: 1
Syn Inst Count: 13
WL final: 340 um
Max-slew violations: 0
Total track usage: 1.37%
Top FF cell, synth: dfrtp_1
Max Clock Freq: 1070 MHz
Final hold slack: 0.179 ns
FF-to-FF Start: state_reg[2]$_DFF_PP0_
Hold WC Path Type: primary input to asynchronous set/reset pin
Placer Congestion: 0.669
I/O pin cnt: 4
Power Dens Cells: 1740 nW/um^2
Resize count post-CTS: 3
CTS Buf Count: 3
Hold buffer count at CTS: 0
Fin. Hold Viols: 0
Area Growth Syn to Fin: 64.4%
FF-to-FF End: state_reg[3]$_DFF_PP0_
FF/Latch Area: 126 um^2
TritonRoute pass-1 iters: 3
DRC viols: 0
Yosys stat chip area: 169 um^2
CP Capture Point: out
Ys async rst share: 100%
Crit-path cells: buf_2
Dpl hpwl: 276 um
Postcts setup bufs: 0
Yosys Instances: 13
Post-Syn Area per Cell: 13.0 um^2
Synth Cell Area: 169 um^2
Area leader, netlist: dfrtp_1
Peak VDD IR: 500 uV
Sink Count: 5
Delay-heaviest family, CP: flip-flops
Core Area: 3420 um^2
Largest net degree at the start of global routing: 6
Die W: 80 um
Most common cell in the netlist: dfrtp_1
Final Skew: 0.00103 ns
CP Data Required Time: 0.80 ns
Fillers: 403
-- report_power, final --
part / internal [mW] / switching [mW] / total (mW) / leakage (nW)
clock network: 0.151 / 0.0795 / 0.230 / 0.0150
registers: 0.218 / 0.00686 / 0.225 / 0.0655
logic: 0.0154 / 0.0130 / 0.0284 / 0.0366
-- worst min-delay path by stage --
stage,from,end,slack [ns],cells past startpoint
after CTS,rst,state_reg[1]$_DFF_PP0_,0.19,2
after global routing,rst,state_reg[4]$_DFF_PP0_,0.21,2
final,rst,state_reg[1]$_DFF_PP0_,0.18,2
-- cell families (layout without fill, tap and decap cells) --
logic type             count (synthesis)  after routing  share of synthesized area [%]
buffers and inverters                  1              8                           2.22
DFF                                    5              5                           74.8
AOI/OAI and AO/OA                      1              1                           2.96
and+or+nand+nor                        6              6                           20.0
-- final cells by class --
| type | instances | share of cell area, % |
|---|---|---|
| flip-flops and latches | 5 | 45.5 |
| well taps | 46 | 20.7 |
| multi-input cells | 7 | 14.0 |
| clock buffers | 4 | 9.46 |
| repair buffers | 3 | 9.01 |
| inverters | 1 | 1.35 |
-- cell usage in the layout, fill, tap and decap left out, types with 2 or more instances in the layout --
cell type	netlist	final
dfrtp_1	4	4
clkbuf_4	0	3
clkdlybuf4s50_1	0	2
and2_1	2	2
-- metrics by stage --
step	setup WS, ns	total power [mW]	utilization [%]	cell area [um^2]
after detailed placement	-0.0171	0.258	7.51	256
final	0.0665	0.483	8.13	278
after global placement	-0.0171	0.254	7.51	256
after floorplan	0.318	0.240	-	169
after global routing	0.0178	0.519	8.13	278
after CTS	0.0569	0.490	8.13	278
-- layer usage --
| layer | vias to the layer above | wire length [um] |
|---|---|---|
| li1 | 53 | - |
| met1 | 54 | 158 |
| met2 | 8 | 98 |
| met3 | 0 | 82 |
| met4 | 0 | 0 |
| met5 | - | 0 |
No activity file was given, so power comes from the tool's default toggle rates.
