==> flow/design.v <==
module counter( output reg [3:0]cnt,
		input clk,
		input rst
		);
always@(posedge clk or posedge rst)
begin
	if(rst)
	 cnt <= 4'b0000;
	else if(cnt == 4'b1011)
	   cnt <= 4'b0000;
	else
	  cnt <= cnt + 4'b0001;
end
endmodule
==> flow/run.sh <==
#!/bin/bash
# OpenROAD 26Q1-2900-gdf79404cd8, Yosys 0.63+post, stock flow scripts
make -C /OpenROAD-flow-scripts/flow DESIGN_CONFIG=/design/flow/config.mk WORK_HOME=/design/flow/orfs finish
==> flow/config.mk <==
export PLATFORM = sky130hd
export DESIGN_NAME = counter
export DESIGN_NICKNAME = counter
export VERILOG_FILES = /design/flow/design.v
export SDC_FILE = /design/flow/constraint.sdc
export NUM_CORES = 4
export LEC_CHECK = 1
export CORE_AREA = 10 10 70 70
export DIE_AREA = 0 0 80 80
==> flow/constraint.sdc <==
current_design counter

set clk_period 1.2
set clk_io_pct 0.2

create_clock -name clk0 -period $clk_period [get_ports {clk}]

set non_clock_inputs [all_inputs -no_clocks]
set_input_delay [expr $clk_period * $clk_io_pct] -clock clk0 $non_clock_inputs
set_output_delay [expr $clk_period * $clk_io_pct] -clock clk0 [all_outputs]
==> flow_results.org <==
#+TITLE: Synthesis and PnR summary

** Worst setup path
- Required time at the endpoint of the critical path :: 1.36 ns
- The worst-case reg-to-reg setup slack stands at 0.1 ns.
- The number of buffers and inverters on the critical path is 1.
- In this design, the stage delay of the slowest critical-path cell is 0.34 ns.
- Path type of the worst setup path :: register to register
- The critical path goes through buf_4 > ha_4 > or3b_1 > o21ai_0.
- Family with the most delay on the worst path :: simple AND/OR/NAND/NOR gates
- At the worst endpoint, the arrival time is 1.26 ns.
- Worst-path maximum fanout :: 4
- Element type at the critical path start :: register
- Kind of end point of the critical path :: register
- The largest individual stage delay along the critical path comes from the cell sky130_fd_sc_hd__or3b_1.

** STA
- Share of the clock period used by the worst path after layout :: 0.919
- Setup repair after global routing left no endpoint under its margin.
- For the final database, setup skew stands at 0.00475 ns.
- The end-of-flow timing check tallies setup violations at 0.
- Post-layout min period :: 1.10 ns
- Final hold violation count :: 0
- Transition time at the pin with the least slew margin :: 0.159 ns
- Per the timing report, the achievable frequency comes out to 0.906 GHz.
- Aggregate negative setup slack :: 0 ns
- Slew Limit Fails :: 0
- Least setup slack across all paths after layout :: 0.0968 ns
- Across all checked pins, the minimum headroom to the slew limit is 0.894.

** Logic synthesis
- #FFs+latches synth :: 4
- MUX area fraction :: 0
- Sequential cell area fraction in the yosys report :: 0.576
- Post-synthesis share of cell area spent on and, or, nand and nor gates :: 0.194
- Xor/xnor cell area share of the yosys netlist :: 0
- Instance count of the mapped netlist :: 15
- Yosys stat counts 15 cells in the synthesized netlist.
- Yosys Chip Area :: 174 um2
- The share of synthesized area in the top cell type comes to 0.576.
- Synth Cell Area :: 174 um2
- For this run, the number of Yosys warnings is 1.
- By area the synthesized netlist is led by sky130_fd_sc_hd__dfrtp_1 (58%), sky130_fd_sc_hd__ha_1 (7.2%), sky130_fd_sc_hd__nand4b_1 (5.0%).
- Synthesis instantiated 11 different standard cells from the library.
- Sorting the Yosys area breakdown by cell type puts at the top sky130_fd_sc_hd__dfrtp_1.
- Fraction of the mapped netlist area in adder cells :: 0.0719
- Dividing the synthesized area by the synthesized cell count gives 11.6 um2.
- Among the non-sequential cells, simple AND/OR/NAND/NOR gates take the most area.
- The cell-mix breakdown from Yosys lists the compound-gate area share as 0.115.

** Power and ir drop
- The share of total power dissipated in the clock network is 0.536.
- The power report attributes to the sequential group a share of 0.444.
- The switching component of the power was reported as 55.1 uW.
- The final power report lists total power as 305 uW.
- Combinational power share :: 0.019
- Per the OpenROAD power report, leakage power amounts to 0.155 nW.
- Internal power comes to 250 uW.
- In this run the power density over the cells is 894 mW/mm2.
- Across the VDD grid, the largest voltage drop is 0.487 mV.
- Switching power share of the total :: 0.180

** CTS
- On the worst setup and hold paths after CTS, the clock-pin slew comes to 0.04 ns.
- H-Tree Depth :: 1
- Number of sinks on the clock net :: 4
- TritonCTS clock tree :: built
- No sink is reached through more buffers than the 2 on the longest clock path.
- Per the CTS log, the root buffer master is sky130_fd_sc_hd__clkbuf_4.
- CTS added clock buffers totalling 3.
- For the worst-skew pair, the clock arrives at the later sink with an insertion delay of 0.24 ns.

** Global route
- Number of antenna violations at the first check in global routing :: 0
- Global-route wire length before repair :: 841 um
- The number of global-route vias before repair was 187.
- Remaining Overflow, GRT :: 0
- Combined global-route utilization of all metal layers :: 0.0174
- Entering global routing, the biggest net connects 6 pins.

** Route
- Number of antenna-violating nets in the routed design :: 0
- The detailed router finished its first iteration with 7 violations.
- Pre-antenna DRT Iters :: 4
- 0 antenna diodes ended up in the layout.
- Wire length after detailed routing :: 496 um
- Across all layers, the routed design uses 165 vias.
- The routed design shows a wire length per standard cell of 6.79 um.
- Per-cell via count in the routed design :: 2.26
- The DRC violation total left in the routed layout is recorded as 0.

** Run
- The logs give a warning total of 25.
- The number of maximum-capacitance violations recorded for the run is 0.

** Floorplanning
- Width of the die :: 80 um
- The core region is 0.00342 mm2.
- In the floorplan report the effective utilization is 0.0509.
- Per the OpenROAD floorplan log, the height of the die is 80 um.
- The chip occupies 0.00640 mm2.
- In this run the core area contains 21 standard-cell rows.
- Pin placement for this block handled 6 I/O pins.

** Final layout
- Per the final layout report, the fraction of cells sized above drive strength 1 comes to 0.296.
- Commonest cells after routing, fill and taps aside :: sky130_fd_sc_hd__dfrtp_1 (4), sky130_fd_sc_hd__dlygate4sd2_1 (4), sky130_fd_sc_hd__buf_4 (4), sky130_fd_sc_hd__clkbuf_4 (3), sky130_fd_sc_hd__inv_1 (2)
- The flow measured a signed area growth from synthesis to layout of 96.4%.
- Register with the most flip-flops :: cnt
- Number of fill cells :: 412
- The largest registers in the layout are cnt: 4 flops.
- The register with the most flip-flops in the layout has 4 of them.

** Placement
- Weighted congestion reported at the end of routability-driven placement :: 0.680
- Count of input and output buffers :: 5
- Worst setup slack before clock tree synthesis :: 0.0845 ns
- Detailed placement finished with a half-perimeter wire length of 331 um.

** Outcome
- The run finished with clean final reports.

** Worst hold path
- Classification of the worst-slack hold path :: primary input to async pin
[power by group through the flow]
stage / clock, mW / combinational (mW) / sequential, mW
after CTS: 0.169 / 0.00589 / 0.136
after global routing: 0.180 / 0.00613 / 0.136
final: 0.164 / 0.00588 / 0.136
[timing repair]
action,in CTS,in global routing
endpoints found under the setup margin,4,1
buffers inserted,2,0
hold endpoints to repair,0,0
resized,4,2
hold buffers,0,0
[per-stage QoR]
step / hold WS [ns] / instances / utilization / cell area (um2)
2_1_floorplan: 0.00608 / 15 / - / 174
3_3_place_gp: 0.429 / 68 / 0.0868 / 297
3_5_place_dp: 0.432 / 68 / 0.0868 / 297
4_1_cts: 0.182 / 73 / 0.0963 / 329
5_1_grt: 0.184 / 73 / 0.100 / 342
6_report: 0.188 / 73 / 0.100 / 342
[layer usage]
metal  global-route usage  wire, um  vias to the layer above
li1                     -         -                       78
met1               0.0241       265                       78
met2               0.0185       167                        9
met3               0.0159        63                        0
met4              0.00352         0                        0
met5                    0         0                        -
[synthesized netlist by cell type]
library cell               instances
sky130_fd_sc_hd__and2_1            1
sky130_fd_sc_hd__nand2b_1          1
sky130_fd_sc_hd__nand4b_1          1
sky130_fd_sc_hd__or3b_1            1
sky130_fd_sc_hd__o221ai_1          1
sky130_fd_sc_hd__o21ai_0           1
sky130_fd_sc_hd__inv_1             2
sky130_fd_sc_hd__a31oi_1           1
sky130_fd_sc_hd__ha_1              1
sky130_fd_sc_hd__nand2_1           1
sky130_fd_sc_hd__dfrtp_1           4
[worst paths after layout]
check | depth (start not counted) | endpoint | from
setup / recovery | 4 | cnt[2] | cnt[0]
hold / removal | 2 | cnt[3] | rst
setup reg to reg | 4 | cnt[2] | cnt[0]
hold reg to reg | 2 | cnt[0] | cnt[0]
max in group asynchronous | 2 | cnt[1] | rst
min in group clk0 | 2 | cnt[0] | cnt[0]
[final cells by class]
cell class                      instances  area, um2  share of cell area
Tap cell                               46       57.6               0.168
Multi-Input combinational cell          9       78.8               0.231
Sequential cell                         4        100               0.293
Inverter                                2       7.51              0.0220
Timing Repair Buffer                    9       75.1               0.220
Clock buffer                            3       22.5              0.0659
[logic make-up after synthesis]
family                     Yosys count
DFF                                  4
buffers and inverters                2
AOI/OAI and AO/OA                    3
adders and majority gates            1
and+or+nand+nor                      5
Power is estimated from default activity; no workload was simulated.
